==> design/flow/design.v <==
module fulladder1(A, B, Cin, S, Cout);
input A, B, 
    Cin;  
output S,  
    Cout;  
wire xor_AB, xor_ABCin, NAND_AB, not_NAND_AB, NAND_Cin_xor_AB, not_NAND_Cin_xor_AB, NOR_2NAND, not_NOR_2NAND;
xor2 xor1(.in1(A), .in2(B), .out(xor_AB));
xor2 xor2(.in1(xor_AB), .in2(Cin), .out(xor_ABCin));
assign S = xor_ABCin;
nand2 nand1(.in1(A), .in2(B), .out(NAND_AB));
not1 not1(.in1(NAND_AB), .out(not_NAND_AB));
nand2 nand2(.in1(Cin), .in2(xor_AB), .out(NAND_Cin_xor_AB));
not1 not2(.in1(NAND_Cin_xor_AB), .out(not_NAND_Cin_xor_AB));
nor2 nor1(.in1(not_NAND_AB), .in2(not_NAND_Cin_xor_AB), .out(NOR_2NAND));
not1 not3(.in1(NOR_2NAND), .out(not_NOR_2NAND));
assign Cout = not_NOR_2NAND;
endmodule
module fulladder16(A, B, S, Cout);
input [15:0] A, B;
output [15:0] S;  
output Cout;  
wire Cout0;
wire Cout1;
wire Cout2;
wire Cin = 0;
fulladder4 f1 (.A(A[3:0]), .B(B[3:0]), .Cin(Cin), .S(S[3:0]), .Cout(Cout0));
fulladder4 f2 (.A(A[7:4]), .B(B[7:4]), .Cin(Cout0), .S(S[7:4]), .Cout(Cout1));
fulladder4 f3 (.A(A[11:8]), .B(B[11:8]), .Cin(Cout1), .S(S[11:8]), .Cout(Cout2));
fulladder4 f4 (.A(A[15:12]), .B(B[15:12]), .Cin(Cout2), .S(S[15:12]), .Cout(Cout));
endmodule
module fulladder4(A, B, Cin, S, Cout);
input [3:0] A, B;
input Cin; 
output [3:0] S;  
output Cout;  
wire Cout0;
wire Cout1;
wire Cout2;
fulladder1 f1(.A(A[0]), .B(B[0]), .Cin(Cin), .S(S[0]), .Cout(Cout0));
fulladder1 f2(.A(A[1]), .B(B[1]), .Cin(Cout0), .S(S[1]), .Cout(Cout1));
fulladder1 f3(.A(A[2]), .B(B[2]), .Cin(Cout1), .S(S[2]), .Cout(Cout2));
fulladder1 f4(.A(A[3]), .B(B[3]), .Cin(Cout2), .S(S[3]), .Cout(Cout));
endmodule
module nand2 (in1,in2,out);
input in1,in2;
output out;
assign out = ~(in1 & in2);
endmodule
module nor2 (in1,in2,out);
input in1,in2;
output out;
assign out = ~(in1 | in2);
endmodule
module not1 (in1,out);
input in1;
output out;
assign out = ~in1;
endmodule
module xor2 (in1,in2,out);
input in1,in2;
output out;
assign out = in1 ^ in2;
endmodule
==> design/flow/run.sh <==
#!/bin/bash
# OpenROAD 26Q1-2900-gdf79404cd8, Yosys 0.63+post, stock flow scripts
make -C /OpenROAD-flow-scripts/flow DESIGN_CONFIG=/design/flow/config.mk WORK_HOME=/design/flow/orfs finish
==> design/flow/config.mk <==
export PLATFORM = sky130hd
export DESIGN_NAME = fulladder16
export DESIGN_NICKNAME = fulladder16
export VERILOG_FILES = /design/flow/design.v
export SDC_FILE = /design/flow/constraint.sdc
export NUM_CORES = 4
export LEC_CHECK = 1
export CORE_AREA = 10 10 70 70
export DIE_AREA = 0 0 80 80
==> design/flow/constraint.sdc <==
current_design fulladder16

set clk_period 14.2
set clk_io_pct 0.2

create_clock -name clk0 -period $clk_period

set non_clock_inputs [all_inputs -no_clocks]
set_input_delay [expr $clk_period * $clk_io_pct] -clock clk0 $non_clock_inputs
set_output_delay [expr $clk_period * $clk_io_pct] -clock clk0 [all_outputs]
==> ci_impl_report.md <==
### Yosys + OpenROAD results

| Metric | Value |
|---|---|
| Outcome | `completed` |
| GRT overflow | `0` |
| Die height | `80 um` |
| Yosys Chip Area | `452 um^2` |
| Routed Wire Length | `1400 um` |
| Pre-CTS setup slack | `1.44 ns` |
| Beginning of the critical path | `A[0]` |
| Top cells, area | `fa_1, buf_4, inv_1` |
| Relative max-transition margin | `93.2%` |
| IO Pins | `49` |
| Initial antenna violation count | `0` |
| Placed Area | `880 um^2` |
| Share of cells above drive strength 1 | `0%` |
| First-pass GRT wire length | `2050 um` |
| Cts hold-fix bufs | `0` |
| DR vias | `357` |
| Tool warning count | `32` |
| Fin crit period | `12.71 ns` |
| Commonest cells after routing, fill and taps aside | `clkdlybuf4s50_1, fa_1, inv_1, ha_1` |
| Final setup fails | `0` |
| Post_cts resized | `0` |
| Max Fclk | `0.0787 GHz` |
| Post-synthesis cell area | `452 um^2` |
| Rows | `21` |
| Post-Syn Instances | `37` |
| Most used cell along the critical path | `fa_1` |
| Hold Startpoint | `B[0]` |
| CP Data Arrival Time | `9.87 ns` |
| Final period util | `89.5%` |
| Largest net degree at the start of global routing | `2` |
| Sequential Area | `0 um^2` |
| Synth cell types | `4` |
| Max_cap viols | `0` |
| Crit-path slowest cell | `clkdlybuf4s50_1` |
| Die area | `6400 um^2` |
| Pre-antenna DRT Iters | `1` |
| Synth Warn # | `0` |
| Port Buffers | `49` |
| Final Max Tran Viols | `0` |
| WP data required | `11.36 ns` |
| Vias in the first global route | `387` |
| Flip-flops | `0` |
| GPL Wtd Cong | `0.857` |
| Yosys top cell by area | `fa_1` |
| Post-route antenna net violation count | `0` |
| Critical-path cell list | `clkdlybuf4s50_1, ha_1, fa_1, fa_1, fa_1, fa_1, fa_1, fa_1, fa_1, fa_1, fa_1, fa_1, fa_1, fa_1, fa_1, fa_1, inv_1, fa_1, inv_1, clkdlybuf4s50_1` |
| FP Util | `13.2%` |
| Top cell area share | `66.5%` |
| Setup Fix Bufs, Post-CTS | `0` |
| Critical Path Fanout Max | `1` |
| WS Path Type | `in2out` |
| Die Width | `80 um` |
| Core box area | `3420 um^2` |
| Setup TNS | `0 ns` |
| RSZ-0062 raised after global routing | `no` |
| Class of the worst hold path | `in2out` |
| Slew @ Worst Pin | `0.102 ns` |
| # DRC | `0` |
| Area Overhead vs Synth | `94.7%` |
| # diodes | `0` |
| Via/cell ratio | `3.08` |
| Peak VDD IR | `13.4 uV` |
| Crit path capture type | `primary output` |
| # Cells Yosys | `37` |
| Max incr delay on CP | `0.47 ns` |
| Pwr Total | `0.0356 mW` |
| Fin area | `880 um^2` |
| Post-synth seq share | `0%` |
| Global Route Usage Sum | `4.12%` |
| Post-synthesis average cell area | `12.2 um^2` |
| WL/cell | `12.0 um` |
| Final worst setup slack | `1.49 ns` |
| Final hold violation count | `0` |
| Critical path launch point type | `input pin` |
| Lkg Pwr | `0.337 nW` |
| Clkbuf count | `0` |
| Pwr Density | `40.5 nW/um^2` |
| Highest-count logic cell in the final layout | `clkdlybuf4s50_1` |
| 1st-iter DRT viols | `0` |
-- path summary, 6_finish.rpt --
check / end / slack (ns) / cells after the start
setup / recovery: S[15] / 1.49 / 20
hold / removal: S[0] / 6.71 / 3
-- area by class of cell --
type	count	area, um^2
multi-input combinational	16	313
tap	46	57.6
timing repair buffer	49	490
inverter	5	18.8
fill	369	2540
-- layer usage --
layer / track usage (%) / share of wire (%) / up-vias
met2: 4.57 / 28 / 47
met1: 4.76 / 39 / 153
met4: 0 / 0 / 0
met5: 0 / 0 / -
li1: - / - / 157
met3: 5.68 / 34 / 0
-- cell families (layout without fill, tap and decap cells) --
logic type | count (synthesis) | after routing | synth area share (%)
buffers and inverters | 21 | 54 | 30.7
adders and majority gates | 16 | 16 | 69.3
-- worst max-delay path: cells and delay by family --
family     cells  cell delay (ns)
fa+ha+maj     16             6.03
buf+inv        4             1.01
-- where the power goes --
group          internal, mW  switching (mW)  leakage [nW]
registers                 0               0             0
logic                0.0267         0.00888         0.337
clock network             0               0             0
total                0.0267         0.00888         0.337
-- per-stage QoR --
step	util (%)	instances	hold slack [ns]
after floorplan	-	37	5.85
after global placement	25.8	116	6.72
after detailed placement	25.8	116	6.71
after CTS	25.8	116	6.72
after global routing	25.8	116	6.74
final	25.8	116	6.71
-- Yosys cell counts, drive strengths merged --
| library cell | number |
|---|---|
| buf | 16 |
| inv | 5 |
| ha | 1 |
| fa | 15 |
No activity file was given, so power comes from the tool's default toggle rates.
