==> constraint.sdc <==
current_design ID_EX

set clk_period 1.0
set clk_io_pct 0.2

create_clock -name clk0 -period $clk_period [get_ports {clk}]

set non_clock_inputs [all_inputs -no_clocks]
set_input_delay [expr $clk_period * $clk_io_pct] -clock clk0 $non_clock_inputs
set_output_delay [expr $clk_period * $clk_io_pct] -clock clk0 [all_outputs]
==> config.mk <==
export PLATFORM = sky130hd
export DESIGN_NAME = ID_EX
export DESIGN_NICKNAME = ID_EX
export VERILOG_FILES = /design/flow/design.v
export SDC_FILE = /design/flow/constraint.sdc
export NUM_CORES = 4
export LEC_CHECK = 1
export CORE_AREA = 10 10 214 214
export DIE_AREA = 0 0 224 224
==> design.v <==
`default_nettype none
module dff (q, d, clk, rst);
    output wire        q;
    input wire         d;
    input wire         clk;
    input wire         rst;
    reg            state;
    assign #(1) q = state;
    always @(posedge clk) begin
      state = rst? 0 : d;
    end
endmodule
`default_nettype wire
module ID_EX(
BSrc_in, BSrc_out, InvB_in, InvB_out, InvA_in, InvA_out, ALUCtrl_in, ALUCtrl_out, BranchCtrl_in, BranchCtrl_out, branch_in, branch_out, SLBI_in, 
SLBI_out, SetCtrl3_in, SetCtrl3_out, BTR_in, BTR_out, ReadData1_in, ReadData1_out, ReadData2_in, ReadData2_out, fourExtend_in, fourExtend_out,
sevenExtend_in, sevenExtend_out, shifted_in, shifted_out, MemWrt_in, MemWrt_out, ALUJMP_in, ALUJMP_out, PC_or_add_in, PC_or_add_out, halt_in, 
halt_out, word_align_jump_in, word_align_jump_out, RegWrt_in, RegWrt_out, RegSrc_in, RegSrc_out, pc2_in, pc2_out, write_reg_in, write_reg_out, 
SendNOP_In, SendNOP_Out, inst_in, inst_out, EXFWD1_D, EXFWD2_D, MEMFWD1_D, MEMFWD2_D, EXFWD1_E, EXFWD2_E, MEMFWD1_E, MEMFWD2_E, clk, rst
);
input wire clk, rst;
input wire [15:0] inst_in;
output wire [15:0] inst_out;
dff instr [15:0] (.q(inst_out), .d(inst_in), .clk(clk), .rst(rst));
input wire EXFWD1_D, EXFWD2_D, MEMFWD1_D, MEMFWD2_D;
output wire EXFWD1_E, EXFWD2_E, MEMFWD1_E, MEMFWD2_E;
dff fwd1(.q(EXFWD1_E), .d(EXFWD1_D), .clk(clk), .rst(rst));
dff fwd2(.q(EXFWD2_E), .d(EXFWD2_D), .clk(clk), .rst(rst));
dff fwd3(.q(MEMFWD1_E), .d(MEMFWD1_D), .clk(clk), .rst(rst));
dff fwd4(.q(MEMFWD2_E), .d(MEMFWD2_D), .clk(clk), .rst(rst));
    input wire [1:0]BSrc_in;  
    output wire [1:0]BSrc_out;
    input wire InvB_in;  
    output wire InvB_out; 
    input wire InvA_in;  
    output wire InvA_out; 
    input wire [2:0] ALUCtrl_in;  
    output wire [2:0] ALUCtrl_out; 
    input wire [1:0] BranchCtrl_in;
    output wire [1:0] BranchCtrl_out;
    input wire branch_in;  
    output wire branch_out;
    input wire SLBI_in;
    output wire SLBI_out;
    input wire [2:0] SetCtrl3_in;
    output wire [2:0] SetCtrl3_out;
    input wire BTR_in;  
    output wire BTR_out; 
    input wire [15:0] ReadData1_in;  
    output wire [15:0] ReadData1_out; 
    input wire [15:0] ReadData2_in;  
    output wire [15:0] ReadData2_out; 
    input wire [15:0] fourExtend_in;  
    output wire [15:0] fourExtend_out;
    input wire [15:0] sevenExtend_in;  
    output wire [15:0] sevenExtend_out;
    input wire [15:0] shifted_in;  
    output wire [15:0] shifted_out; 
    input wire MemWrt_in;  
    output wire MemWrt_out;  
    input wire ALUJMP_in;  
    output wire ALUJMP_out;  
    input wire PC_or_add_in;  
    output wire PC_or_add_out;  
    input wire halt_in;
    output wire halt_out;
    input wire [15:0] word_align_jump_in;
    output wire [15:0] word_align_jump_out;
    input wire RegWrt_in;
    output wire RegWrt_out;
    input wire SendNOP_In;
    output wire SendNOP_Out;
    input wire [1:0] RegSrc_in;
    output wire [1:0] RegSrc_out;
    input wire [15:0] pc2_in;  
    output wire [15:0] pc2_out; 
    input wire [2:0] write_reg_in;
    output wire [2:0] write_reg_out;
dff BSrc [1:0] (.q(BSrc_out), .d(BSrc_in), .clk(clk), .rst(rst));
dff InvB(.q(InvB_out), .d(InvB_in), .clk(clk), .rst(rst));
dff InvA(.q(InvA_out), .d(InvA_in), .clk(clk), .rst(rst));
dff ALUCtrl [2:0] (.q(ALUCtrl_out), .d(ALUCtrl_in), .clk(clk), .rst(rst));
dff BranchCtrl [1:0] (.q(BranchCtrl_out), .d(BranchCtrl_in), .clk(clk), .rst(rst));
dff branch(.q(branch_out), .d(branch_in), .clk(clk), .rst(rst));
dff SLBI(.q(SLBI_out), .d(SLBI_in), .clk(clk), .rst(rst));
dff SetCtrl3 [2:0] (.q(SetCtrl3_out), .d(SetCtrl3_in), .clk(clk), .rst(rst));
dff BTR(.q(BTR_out), .d(BTR_in), .clk(clk), .rst(rst));
dff ReadData1 [15:0] (.q(ReadData1_out), .d(ReadData1_in), .clk(clk), .rst(rst));
dff ReadData2 [15:0] (.q(ReadData2_out), .d(ReadData2_in), .clk(clk), .rst(rst));
dff fourExtend [15:0] (.q(fourExtend_out), .d(fourExtend_in), .clk(clk), .rst(rst));
dff sevenExtend [15:0] (.q(sevenExtend_out), .d(sevenExtend_in), .clk(clk), .rst(rst));
dff shifted [15:0] (.q(shifted_out), .d(shifted_in), .clk(clk), .rst(rst));
dff MemWrt(.q(MemWrt_out), .d(MemWrt_in), .clk(clk), .rst(rst));
dff ALUJMP(.q(ALUJMP_out), .d(ALUJMP_in), .clk(clk), .rst(rst));
dff PC_or_add(.q(PC_or_add_out), .d(PC_or_add_in), .clk(clk), .rst(rst));
dff halt(.q(halt_out), .d(halt_in), .clk(clk), .rst(rst));
dff word_align_jump [15:0] (.q(word_align_jump_out), .d(word_align_jump_in), .clk(clk), .rst(rst));
dff RegWrt(.q(RegWrt_out), .d(RegWrt_in), .clk(clk), .rst(rst));
dff SendNOP(.q(SendNOP_Out), .d(SendNOP_In), .clk(clk), .rst(rst));
dff RegSrc [1:0](.q(RegSrc_out), .d(RegSrc_in), .clk(clk), .rst(rst));
dff pc2 [15:0] (.q(pc2_out), .d(pc2_in), .clk(clk), .rst(rst));
dff write_reg [2:0](.q(write_reg_out), .d(write_reg_in), .clk(clk), .rst(rst));
endmodule
==> run.sh <==
#!/bin/bash
# OpenROAD 26Q1-2900-gdf79404cd8, Yosys 0.63+post, stock flow scripts
make -C /OpenROAD-flow-scripts/flow DESIGN_CONFIG=/design/flow/config.mk WORK_HOME=/design/flow/orfs finish
==> impl_metrics.env <==
# flow metrics
export IMPL_outcome="finished with violations"
export IMPL_violations="negative setup slack"
export IMPL_topCellsByArea="dfxtp_1 (60%), buf_4 (20%), nor2b_1 (19%)"
export IMPL_diodes=0
export IMPL_crit_path_end="inst_out[6]"
export IMPL_path_clk_slew_ns=0.07
export IMPL_ys_chip_area_sq_um=5320
export IMPL_fin_area_sq_um=8110
export IMPL_cts_tree="built"
export IMPL_fin_ws_ns=-0.147
export IMPL_dp_final_hpwl_um=13600
export IMPL_layout_min_cycle_time_ns=1.15
export IMPL_ant_nets=0
export IMPL_internal_power_mw=11.0
export IMPL_ys_warnings_count=1
export IMPL_cp_end_kind="primary output"
export IMPL_wire_per_inst_um=13.8
export IMPL_p_sw_mw=3.20
export IMPL_synth_cell_types=4
export IMPL_synthSimpleGateAreaFrac_pct=18.6
export IMPL_crit_chain="buf_2"
export IMPL_drc_errors=0
export IMPL_crit_fanout=1
export IMPL_slew_viol_final=0
export IMPL_crit_type="reg2out"
export IMPL_maxCapViolCount=0
export IMPL_combPwrFrac_pct=9.6
export IMPL_cp_data_arrival_time_ns=0.95
export IMPL_gp_congestion=0.744
export IMPL_cpPeakStageDelay_ns=0.36
export IMPL_fill_cells=4474
export IMPL_postPlaceCellArea_sq_um=8180
export IMPL_grt_pass1_vias=3621
export IMPL_wirelength_um=16700
export IMPL_max_slew_margin_rel_pct=84.1
export IMPL_drtPass1Iterations=3
export IMPL_p_clk_share_pct=43.0
export IMPL_holdWs_ns=0.0891
export IMPL_drt_iter0_markers=81
export IMPL_rows=74
export IMPL_post_cts_buffers=0
export IMPL_instances_no_fill=1212
export IMPL_ctsHtreeMaxLevel=4
export IMPL_drive_gt1_share_pct=35.6
export IMPL_root_buffer="clkbuf_16"
export IMPL_num_vias=3384
export IMPL_synthCells=476
export IMPL_vdd_drop_max_mv=1.16
export IMPL_die_area_sq_um=50200
export IMPL_syn_area_sq_um=5320
export IMPL_die_w_um=224
export IMPL_critPathLaunchType="flop"
export IMPL_avgSynthCellArea_sq_um=11.2
export IMPL_critPathSlowestCell="dfxtp_2"
export IMPL_warning_count=27
export IMPL_cts_hold_buf=0
export IMPL_coreArea_sq_um=41000
export IMPL_seq_power_share_pct=47.4
export IMPL_power_density_nw_per_um2=1750
export IMPL_top_area_share_pct=59.5
export IMPL_final_seq_area_sq_um=3210
export IMPL_fmax_mhz=872
export IMPL_fp_dieH_um=224
export IMPL_ys_cells=476
export IMPL_rsz0062_at_grt="yes"
export IMPL_topCombFamilyByArea="buffers and inverters"
export IMPL_p_leak_nw=3.43
export IMPL_critPathBufInv=1
export IMPL_viasPerCell=2.79
export IMPL_grt_max_degree=35
export IMPL_hold_class="in2reg"
export IMPL_cts_buffers=17
export IMPL_syn2layout_area_growth_pct=52.7
export IMPL_fin_crit_sh_pct=115
export IMPL_critical_path_top_delay_family="flip-flops"
export IMPL_antenna_found_initial=0
export IMPL_fp_utilization_pct=13.0
export IMPL_grt_usage_pct=6.41
export IMPL_synth_xor_area_share_pct=0
export IMPL_mi_logic_area_sq_um=988
export IMPL_io_buffers=317
export IMPL_cts_sinks=158
export IMPL_dp_cells=1180
export IMPL_clock_path_buffers=2
export IMPL_power_total_mw=14.2
export IMPL_synth_seq_cells=158
export IMPL_ys_sh_adder_pct=0
export IMPL_io_pins=318
export IMPL_crit_path_start="instr[6].state"
export IMPL_grt_pass1_wl_um=24000
export IMPL_hold_viol=0
export IMPL_grt_overflow=0
export IMPL_cp_depth=1
export IMPL_cp_required_ns=0.80
export IMPL_synthAoiAreaFrac_pct=0
export IMPL_max_slew_worst_pin_slew_ns=0.238
export IMPL_ys_seq_share_pct=59.5
export IMPL_synth_area_mux_share_pct=0
export IMPL_finalSetupViolCount=158
export IMPL_switching_share_pct=22.5
export IMPL_top_area_cell="dfxtp_1"
## per-stage QoR
stage          setup slack [ns]  setup TNS [ns]  utilization [%]
5_1_grt                  -0.205          -20.93             19.8
3_3_place_gp             -0.161           -1.34             19.9
2_1_floorplan             0.314               0                -
6_report                 -0.147          -12.03             19.8
3_5_place_dp             -0.145           -1.23             19.9
4_1_cts                  -0.231          -23.37             19.6
## layer usage
metal / vias to the layer above / GRT usage, % / wire length, um
li1: 1670 / - / -
met1: 1500 / 6.84 / 6250
met2: 191 / 10.6 / 7860
met3: 23 / 3.71 / 2040
met4: 0 / 1.73 / 530
met5: - / 0 / 0
## area by class of cell
type,instances,share of cell area (%)
Clock buffer,21,5.80
Clock inverter,11,1.02
Multi-Input combinational cell,158,12.2
Sequential cell,158,39.6
Tap cell,532,8.20
Timing Repair Buffer,332,33.2
## cells in the mapped netlist
cell type	instances
dfxtp_1	158
nor2b_1	158
buf_4	145
buf_2	15
## power by group through the flow
stage	logic (mW)	registers, mW	clock network (mW)
4_1_cts	1.39	6.73	6.47
5_1_grt	1.50	6.77	6.62
6_report	1.37	6.74	6.12
## cells in the final DEF (no fill, tap or decap)
cell             count
clkbuf_8             3
buf_4               10
nor2b_1            158
buf_6               20
dfxtp_1            121
buf_12               6
clkinv_2             2
clkinv_4             2
buf_2              138
dfxtp_2             35
clkbuf_16           17
clkbuf_1             1
inv_6                2
clkinvlp_4           5
clkdlybuf4s50_1    158
dfxtp_4              2
## flip-flops by register name, summed over array words and instances, names as in the netlist, 2 cells and up
| register | cells |
|---|---|
| word_align_jump.state | 16 |
| fourExtend.state | 16 |
| write.state | 3 |
| instr.state | 16 |
| sevenExtend.state | 16 |
| ReadData2.state | 16 |
| SetCtrl3.state | 3 |
| pc2.state | 16 |
| BSrc.state | 2 |
| shifted.state | 16 |
| ReadData1.state | 16 |
| ALUCtrl.state | 3 |
| BranchCtrl.state | 2 |
| RegSrc.state | 2 |
## kinds of logic after synthesis
logic type	after synthesis
buf+inv	160
flops	158
simple gates	158
## worst min-delay path by stage
stage                 start      endpoint  cells after the start
after CTS               rst  pc2[0].state                      3
after global routing    rst  pc2[0].state                      3
final                   rst  pc2[0].state                      3
## what timing repair did
item                       CTS  global route
gates resized              558            27
setup endpoints to repair  158           158
cloned                       0             0
Power figures rest on the tool's default switching activity, not on a simulated workload.
