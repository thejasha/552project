<file path="design/flow/run.sh">
#!/bin/bash
# OpenROAD 26Q1-2900-gdf79404cd8, Yosys 0.63+post, stock flow scripts
make -C /OpenROAD-flow-scripts/flow DESIGN_CONFIG=/design/flow/config.mk WORK_HOME=/design/flow/orfs finish
</file>
<file path="design/flow/config.mk">
export PLATFORM = sky130hd
export DESIGN_NAME = comparator
export DESIGN_NICKNAME = comparator
export VERILOG_FILES = /design/flow/design.v
export SDC_FILE = /design/flow/constraint.sdc
export NUM_CORES = 4
export LEC_CHECK = 1
export CORE_AREA = 10 10 70 70
export DIE_AREA = 0 0 80 80
</file>
<file path="design/flow/constraint.sdc">
current_design comparator

set clk_period 1.8
set clk_io_pct 0.2

create_clock -name clk0 -period $clk_period

set non_clock_inputs [all_inputs -no_clocks]
set_input_delay [expr $clk_period * $clk_io_pct] -clock clk0 $non_clock_inputs
set_output_delay [expr $clk_period * $clk_io_pct] -clock clk0 [all_outputs]
</file>
<file path="design/flow/design.v">
module comparator (inst, execute, memory, writeback, BSrc, Branch, BranchEx, NOPEx, NOPMem, NOPWB, WRMEM, WRWB, sendNOP, RegWrt_out_ID_EX, RegSrc_out_ID_EX, EXFWD1, EXFWD2, MEMFWD1, MEMFWD2);
    input wire [15:0] inst;
    input wire[2:0]  execute, memory, writeback;
    input wire[1:0] BSrc;
    input wire Branch, BranchEx, NOPEx, NOPMem, NOPWB;
    output wire sendNOP; 
    wire regEqual;
    wire regEqual2;
    wire sendNOP_not_st;
    wire sendnopout;
    input wire[1:0] RegSrc_out_ID_EX;
    input wire RegWrt_out_ID_EX;
    wire memread;
    assign memread = RegSrc_out_ID_EX == 2'b01;
    output wire EXFWD1, EXFWD2, MEMFWD1, MEMFWD2;
    wire [4:0] code;
    assign code = inst[15:11]; 
	wire line1_fwdable, line2_fwdable;
    assign sendNOP = (inst[15:11] == 5'b00110) ? 1'b1 : sendnopout;  
    wire stinstthing;
    assign stinstthing = (inst[15:11] == 5'b10000)  | (inst[15:11] == 5'b10011);  
    wire oneops;
    assign sendNOP_not_st= ~((inst == 16'h0800) | regEqual);
    assign sendnopout = ~((inst == 16'h0800) | regEqual);
    wire [2:0] RegS, RegT;
    assign RegS = inst[10:8];
    assign RegT = inst[7:5];
    input wire WRMEM, WRWB;
    wire compEx;
    assign compEx = (BSrc==2'b00 | stinstthing) & ~(inst[15:11] == 5'b00111) ? (execute == RegS) | (execute == RegT) : (execute == RegS);
    wire compMem;
    assign compMem = (BSrc==2'b00 | stinstthing) & ~(inst[15:11] == 5'b00111)  ? (memory == RegS) | (memory == RegT) : (memory == RegS);
    wire compWB;
    assign compWB = (BSrc==2'b00 | stinstthing) & ~(inst[15:11] == 5'b00111)  ? (writeback == RegS) | (writeback == RegT) : (writeback == RegS); 
    assign regEqual = (compEx & NOPEx & ~(EXFWD1 | EXFWD2)) | (compMem & NOPMem & WRMEM & ~(MEMFWD1 | MEMFWD2)) | (compWB & NOPWB & WRWB);
	assign line1_fwdable = ~(code == 5'b00000 |		 
							 code == 5'b00001 |		 
							 code[4:2] == 3'b011 |		 
							 code == 5'b11000 |		 
							 code == 5'b00100 |		 
							 code == 5'b00110 |		 
							 code == 5'b00010 |		 
							 code == 5'b00011);		 
	assign line2_fwdable = code == 5'b10000 |			 
						   code == 5'b10011 |			 
						   code == 5'b11011 |			 
						   code == 5'b11010 |			 
						   code[4:2] == 3'b111;		 
	assign EXFWD1 = RegWrt_out_ID_EX & line1_fwdable & (execute == RegS) & ~memread;
	assign EXFWD2 = RegWrt_out_ID_EX & line2_fwdable & (execute == RegT) & ~memread;
	assign MEMFWD1 = WRMEM & line1_fwdable & (memory == RegS);
	assign MEMFWD2 = WRMEM & line2_fwdable & (memory == RegT);
endmodule
</file>
==> deck_impl_summary.md <==
Run Summary

Flow run
  • Maxcap violations: 0
  • OpenROAD warning count: 37

Power and ir drop
  • Leak: 0.515 nW
  • Power Density: 204 nW/um^2
  • Maximum vdd drop: 0.0823 mV
  • Pwr Total: 0.000245 W

STA
  • Fmax: 0.451 GHz
  • Tmin final: 2.22 ns
  • Number of setup violations in the final report: 5
  • Endpoints failing hold: 0
  • Unrepaired setup endpoints after global routing: yes
  • Slew margin rel.: 0.731
  • Slew Limit Fails: 0
  • Worst-margin pin slew: 0.399 ns
  • Period utilization: 1.23
  • Post-route setup slack: -0.416 ns

Worst setup path
  • Arrival time worst endpoint: 1.86 ns
  • Worst setup EP type: output port
  • Critical path origin: inst[12]
  • Crit-path max cell delay: 0.54 ns
  • Crit-path max FO: 3
  • CP Cell Sequence: buf_6, or4b_4, o211ai_4, nor3b_4, buf_4, nor4_4, a211oi_2, buf_2
  • WP data required: 1.44 ns
  • Slowest stage cell, crit path: or4b_4
  • Startpoint types: input port
  • Worst Setup Path Type: input port to output port

Global routing
  • Initial antenna violation count: 0
  • First-pass GRT wire length: 3.42 mm
  • Vias in the first global route: 735
  • Total GRT Usage: 0.0638
  • Largest net degree at the start of global routing: 8
  • GRT Residual Overflow: 0

Logic synthesis
  • Mean Syn Cell Area: 7.60 sq um
  • Yosys stat area: 502 sq um
  • Mapped Cells: 66
  • Cell count in the Yosys report: 66
  • Post-synthesis cell area: 502 sq um
  • Synth warn: 0
  • Seq share, synth: 0
  • Cell Type Count: 33

Min path
  • Worst Hold Path EP: sendNOP
  • Hold crit path type: input port to output port
  • Hold Path Depth: 5
  • Worst Min Path Start: inst[14]

Floorplanning
  • Core ar.: 3420 sq um
  • Floorplan Utilization: 0.147
  • Die Y: 80 um
  • Chip area: 6400 sq um
  • Chip width: 80 um
  • Cell Rows: 21
  • Io pins: 42

Routing
  • Post-route antenna net violation count: 0
  • # diodes: 0
  • Drc violations: 0
  • Via density: 4.22
  • DRT Pass-1 Iters: 4
  • Wire per inst: 12.8 um
  • Vias: 734
  • Initial DRC count: 40
  • Final wirelength: 2.23 mm

Outcome
  • Failing checks: setup timing
  • Status: finished with violations

Finish
  • Final core occ: 0.353
  • Syn-to-layout area delta: 140%
  • Fillers: 363
  • Clock buffer cells: 0
  • Share of cells above drive strength 1: 0.391
  • Reg area: 0 sq um
  • Total number of sequential cells: 0

Placement
  • Port bufs: 40
  • DPL Wire Length: 1.86 mm
  • GPL Wtd Cong: 0.788
-- through the flow --
stage / setup slack, ns / cells / instance area [sq um] / hold WS, ns / setup TNS, ns
floorplan: -0.0299 / 66 / 502 / 0.775 / -0.0299
global placement: -1.02 / 169 / 1090 / 1.79 / -4.08
detailed placement: -1.08 / 169 / 1090 / 1.76 / -4.25
CTS: -0.424 / 172 / 1170 / 1.23 / -1.16
global route: -0.535 / 174 / 1200 / 1.28 / -1.34
finish: -0.416 / 174 / 1200 / 1.22 / -0.912
-- where the power goes --
group	leakage [nW]	switching, W	internal, W
logic	0.515	0.0000986	0.000147
clock network	0	0	0
registers	0	0	0
total	0.515	0.0000986	0.000147
-- logic make-up after synthesis --
logic type,Yosys count,share of synthesized area
AOI/OAI and AO/OA,11,0.177
xor gates and xnor gates,19,0.332
buffers and inverters,4,0.0498
muxes,1,0.0224
and+or+nand+nor,31,0.419
-- cell type report --
class / count / area (sq um) / area share
Tap cell: 46 / 57.6 / 0.0478
Timing Repair Buffer: 65 / 587 / 0.487
Inverter: 1 / 3.75 / 0.00312
Multi-Input combinational cell: 62 / 557 / 0.462
-- layer usage --
metal  vias up  GRT usage  wire length, um
met5         -          0                0
met3         0    0.00909              118
met4         0          0                0
li1        375          -                -
met1       337     0.0821             1030
met2        22      0.116             1080
-- what timing repair did --
| action | CTS | global route |
|---|---|---|
| gates resized | 68 | 5 |
| setup endpoints to repair | 5 | 5 |
| buffers inserted | 5 | 2 |
| pin swaps | 11 | 2 |
| hold buffers | 0 | 0 |
-- cells in the mapped netlist (2+ instances only) --
cell type | n | share of area
nand4b_1 | 2 | 0.035
nand3_1 | 2 | 0.020
nor3_1 | 4 | 0.040
a21oi_1 | 2 | 0.020
nor2_1 | 4 | 0.030
nand2_1 | 4 | 0.030
o211ai_1 | 2 | 0.030
xor2_1 | 12 | 0.21
nor4_1 | 4 | 0.050
xnor2_1 | 7 | 0.12
-- cell usage in the layout, fill, tap and decap left out, types with 2 or more instances in the layout --
cell	instances
buf_4	19
clkdlybuf4s50_1	15
dlygate4sd2_1	14
xor2_1	11
buf_6	11
xnor2_1	5
nand2_1	4
nor2_1	4
nor4_1	3
buf_2	3
o211ai_1	2
xnor2_2	2
nand3_2	2
nand4b_1	2
nor3_2	2
a21oi_1	2
clkdlybuf4s15_1	2
-- worst max path at each step --
| stage | endpoint | depth (start not counted) |
|---|---|---|
| CTS | sendNOP | 8 |
| global route | sendNOP | 8 |
| finish | sendNOP | 8 |
-- worst max-delay path: cells and delay by family --
| kind | cells | cell delay [ns] |
|---|---|---|
| simple gates | 3 | 0.80 |
| buf+inv | 3 | 0.35 |
| compound gates | 2 | 0.34 |
No activity file was given, so power comes from the tool's default toggle rates.
