[./design.v]
`default_nettype none
module dff (q, d, clk, rst);
    output wire        q;
    input wire         d;
    input wire         clk;
    input wire         rst;
    reg            state;
    assign #(1) q = state;
    always @(posedge clk) begin
      state = rst? 0 : d;
    end
endmodule
`default_nettype wire
module MEM_WB(RegSrc_in, RegSrc_out, MemRead_in, mem_data_out, alu_data_in, 
    pc_data_in, Binput_in, alu_data_out, pc_data_out, Binput_out, RegWrt_in, RegWrt_out, write_reg_in, write_reg_out, SendNOP_In, SendNOP_Out, b_in, b_out, clk, rst);
input wire clk, rst;
    input wire [15:0] MemRead_in;
    output wire [15:0] mem_data_out;
    input wire [1:0] RegSrc_in;
    output wire [1:0] RegSrc_out;
    input wire [15:0] alu_data_in, pc_data_in, Binput_in;
    output wire [15:0] alu_data_out, pc_data_out, Binput_out;
    input wire RegWrt_in;
    output wire RegWrt_out;
    input wire SendNOP_In;
    output wire SendNOP_Out;
    input wire [2:0] write_reg_in;
    output wire [2:0] write_reg_out;
    input wire b_in;
    output wire b_out;
dff RegSrc [1:0] (.q(RegSrc_out), .d(RegSrc_in), .clk(clk), .rst(rst));
dff MemRead [15:0] (.q(mem_data_out), .d(MemRead_in), .clk(clk), .rst(rst));
dff alu_data [15:0] (.q(alu_data_out), .d(alu_data_in), .clk(clk), .rst(rst));
dff pc_data [15:0] (.q(pc_data_out), .d(pc_data_in), .clk(clk), .rst(rst));
dff Binput [15:0] (.q(Binput_out), .d(Binput_in), .clk(clk), .rst(rst));
dff RegWrt(.q(RegWrt_out), .d(RegWrt_in), .clk(clk), .rst(rst));
dff SendNOP(.q(SendNOP_Out), .d(SendNOP_In), .clk(clk), .rst(rst));
dff write_reg [2:0](.q(write_reg_out), .d(write_reg_in), .clk(clk), .rst(rst));
dff branch(.q(b_out), .d(b_in), .clk(clk), .rst(rst));
endmodule
[./run.sh]
#!/bin/bash
# OpenROAD 26Q1-2900-gdf79404cd8, Yosys 0.63+post, stock flow scripts
make -C /OpenROAD-flow-scripts/flow DESIGN_CONFIG=/design/flow/config.mk WORK_HOME=/design/flow/orfs finish
[./config.mk]
export PLATFORM = sky130hd
export DESIGN_NAME = MEM_WB
export DESIGN_NICKNAME = MEM_WB
export VERILOG_FILES = /design/flow/design.v
export SDC_FILE = /design/flow/constraint.sdc
export NUM_CORES = 4
export LEC_CHECK = 1
export CORE_UTILIZATION = 40
[./constraint.sdc]
current_design MEM_WB

set clk_period 1.0
set clk_io_pct 0.2

create_clock -name clk0 -period $clk_period [get_ports {clk}]

set non_clock_inputs [all_inputs -no_clocks]
set_input_delay [expr $clk_period * $clk_io_pct] -clock clk0 $non_clock_inputs
set_output_delay [expr $clk_period * $clk_io_pct] -clock clk0 [all_outputs]
==> report_table.html <==
<h2>Implementation results</h2>
<table>
<tr><th>Metric</th><th>Value</th></tr>
<tr><th colspan="2">Timing</th></tr>
<tr><td>Worst-case hold slack</td><td>0.287 ns</td></tr>
<tr><td>Fin crit period</td><td>0.950 ns</td></tr>
<tr><td>Hold violation count in the final report</td><td>0</td></tr>
<tr><td>Final Max-Slew Violation Tally</td><td>0</td></tr>
<tr><td>Slew of the pin with the lowest slew margin</td><td>0.209 ns</td></tr>
<tr><td>Fmax</td><td>1.05 GHz</td></tr>
<tr><td>Setup repair after global routing missed its margin</td><td>false</td></tr>
<tr><td>Relative max-transition margin</td><td>86.0%</td></tr>
<tr><td>Setup Viol. Count Final</td><td>0</td></tr>
<tr><td>Period utilization</td><td>95.0%</td></tr>
<tr><td>Fin worst setup slack</td><td>0.0505 ns</td></tr>
<tr><td>Setup TNS</td><td>0 ns</td></tr>
<tr><th colspan="2">Clock network</th></tr>
<tr><td>Post-CTS setup buffer count</td><td>0</td></tr>
<tr><td>Clock Root Buffer</td><td>clkbuf_8</td></tr>
<tr><td>Clock input transition at the sequential cells of the worst setup and hold paths</td><td>0.08 ns</td></tr>
<tr><td>Clock tree from TritonCTS</td><td>yes</td></tr>
<tr><td>Hold Buf Count CTS</td><td>0</td></tr>
<tr><td>Clock buffer count from CTS</td><td>9</td></tr>
<tr><td>Maximum number of buffers from clock root to sink</td><td>2</td></tr>
<tr><td>Clock sink total</td><td>72</td></tr>
<tr><td>H-tree Lvls</td><td>3</td></tr>
<tr><th colspan="2">Power</th></tr>
<tr><td>Leakage power total</td><td>0.00151 µW</td></tr>
<tr><td>PnR Total Power</td><td>5820 µW</td></tr>
<tr><td>Peak ir drop on the vdd network</td><td>951 µV</td></tr>
<tr><td>Total power per unit cell area</td><td>1750 nW/µm²</td></tr>
<tr><th colspan="2">Yosys</th></tr>
<tr><td>Cell accounting for the most synthesized area</td><td>dfxtp_1</td></tr>
<tr><td>Yosys top cell area share</td><td>57.7%</td></tr>
<tr><td>Primary flip-flop cell chosen by synthesis mapping</td><td>dfxtp_1</td></tr>
<tr><td>Number of synthesized flops with an enable pin</td><td>0</td></tr>
<tr><td>Seq/Total Area, Yosys</td><td>57.7%</td></tr>
<tr><td>Cell count after synthesis</td><td>221</td></tr>
<tr><td>Yosys cell count</td><td>221</td></tr>
<tr><td>Summed standard-cell area reported by yosys</td><td>2500 µm²</td></tr>
<tr><td>Commonest cells in the netlist</td><td>dfxtp_1 (72), nor2b_1 (72), buf_4 (69), buf_6 (8)</td></tr>
<tr><td>Top cells, area</td><td>dfxtp_1 (58%), buf_4 (21%), nor2b_1 (18%)</td></tr>
<tr><td>Netlist cell types</td><td>4</td></tr>
<tr><td>Average cell area after synthesis</td><td>11.3 µm²</td></tr>
<tr><td>Fraction of synthesis flops using an asynchronous set or reset pin</td><td>0%</td></tr>
<tr><td>Count of synthesis-stage warnings from yosys</td><td>1</td></tr>
<tr><td>Register bit count reported by yosys</td><td>72</td></tr>
<tr><td>Synthesized area</td><td>2500 µm²</td></tr>
<tr><th colspan="2">Worst setup path</th></tr>
<tr><td>Slowest cell on the critical path</td><td>dfxtp_2</td></tr>
<tr><td>Worst setup EP type</td><td>output pin</td></tr>
<tr><td>Cell type group with the largest total delay on the critical path</td><td>flip-flops</td></tr>
<tr><td>Critical Path RT</td><td>0.80 ns</td></tr>
<tr><td>Type of the worst setup path</td><td>flip-flop to output pin</td></tr>
<tr><td>Buf/Inv on CP</td><td>1</td></tr>
<tr><td>Crit-path max FO</td><td>1</td></tr>
<tr><td>Data arrival time at the worst-slack endpoint</td><td>0.75 ns</td></tr>
<tr><td>Peak per-stage delay on the critical path</td><td>0.32 ns</td></tr>
<tr><td>Critical path launch point type</td><td>flip-flop</td></tr>
<tr><td>Critical path, cell by cell</td><td>buf_2</td></tr>
<tr><th colspan="2">Detailed routing</th></tr>
<tr><td>Initial DRC count</td><td>9</td></tr>
<tr><td>N_diodes</td><td>0</td></tr>
<tr><td>DR DRC count</td><td>0</td></tr>
<tr><td>Total routed wirelength</td><td>4.36 mm</td></tr>
<tr><td>Mean number of vias per cell</td><td>3.80</td></tr>
<tr><td>Detailed-routing iteration count for the pre-antenna-repair pass</td><td>2</td></tr>
<tr><td>Number of nets still failing antenna checks after routing</td><td>0</td></tr>
<tr><td>Average wire per cell in the routed design</td><td>11.4 µm</td></tr>
<tr><td>Number of vias after detailed routing</td><td>1456</td></tr>
<tr><th colspan="2">GRT</th></tr>
<tr><td>Global-route wire length before repair</td><td>5.92 mm</td></tr>
<tr><td>Global router's overall resource usage</td><td>12.3%</td></tr>
<tr><td>Via count of the first global-routing pass</td><td>1211</td></tr>
<tr><td>Antenna violations before repair</td><td>0</td></tr>
<tr><td>Overflow left after global routing</td><td>0</td></tr>
<tr><td>Largest net degree at the start of global routing</td><td>28</td></tr>
<tr><th colspan="2">Floorplan</th></tr>
<tr><td>Die Area</td><td>6570 µm²</td></tr>
<tr><td>Number of core rows</td><td>28</td></tr>
<tr><td>Init Core Util</td><td>41.7%</td></tr>
<tr><td>Die Ht</td><td>81.1 µm</td></tr>
<tr><td>Horiz. Die Dim</td><td>81.1 µm</td></tr>
<tr><td>Boundary pin count</td><td>146</td></tr>
<tr><td>Core Footprint</td><td>5990 µm²</td></tr>
<tr><th colspan="2">Cells and area</th></tr>
<tr><td>Fraction of layout cells with a size suffix above 1</td><td>30.8%</td></tr>
<tr><td>Final core utilization</td><td>55.4%</td></tr>
<tr><td>Layout overhead on the synthesized area</td><td>32.8%</td></tr>
<tr><th colspan="2">Job</th></tr>
<tr><td>Count of tool warnings</td><td>25</td></tr>
<tr><td>Max-cap violation count</td><td>0</td></tr>
<tr><th colspan="2">Place</th></tr>
<tr><td>Sum of net half-perimeters after detailed placement</td><td>3.03 mm</td></tr>
<tr><td>Post-Place Setup Slack</td><td>0.0270 ns</td></tr>
<tr><td>Quantity of I/O buffers inserted on ports</td><td>145</td></tr>
<tr><td>Routability congestion estimate</td><td>0.705</td></tr>
<tr><th colspan="2">Outcome</th></tr>
<tr><td>Result of the run</td><td>finished clean</td></tr>
<tr><th colspan="2">Worst hold path</th></tr>
<tr><td>Class of the tightest hold or removal check</td><td>input pin to flip-flop</td></tr>
</table>
## sequential cells by signal (all words and copies together), names as in the netlist
signal,cells
Binput.state,16
MemRead.state,16
alu_data.state,16
pc_data.state,16
write.state,3
RegSrc.state,2
RegWrt.state,1
SendNOP.state,1
branch.state,1
## repair_timing
item | in CTS | in global routing
cloned | 0 | 0
resized | 220 | 1
setup endpoints to repair | 72 | 1
## final cells by class
class | instances | area [µm²]
fillers | 534 | 2670
multi-input cells | 72 | 450
clock buffers | 9 | 124
well taps | 75 | 93.8
clock inverters | 7 | 72.6
repair buffers | 148 | 1130
flip-flops and latches | 72 | 1450
## kinds of logic after synthesis
group | share of synthesized area (%)
flip-flops | 57.7
buffers and inverters | 24.3
AND/OR/NAND/NOR | 18.0
## stage by stage
stage,instances,cell area (µm²)
after floorplan,221,2500
after global routing,383,3320
after CTS,383,3320
final,383,3320
after detailed placement,367,3480
after global placement,367,3480
## routing by layer
| metal | vias to the layer above | track usage [%] | wire length, µm |
|---|---|---|---|
| met5 | - | 0 | 0 |
| met4 | 0 | 3.04 | 71 |
| met3 | 8 | 5.82 | 640 |
| met2 | 91 | 17.9 | 1840 |
| met1 | 603 | 17.0 | 1810 |
| li1 | 754 | - | - |
## final timing paths
kind                          start            endpoint  slack, ns  cells past startpoint
setup / recovery  pc_data[12].state     pc_data_out[12]       0.05                      1
hold / removal                  rst  alu_data[15].state       0.29                      3
## where the power goes
group / internal, µW / switching [µW] / total, µW / leakage [µW]
Combinational: 424 / 122 / 547 / 0.000809
Clock: 1150 / 1070 / 2220 / 0.0000952
Sequential: 3020 / 27.3 / 3050 / 0.000601
Total: 4590 / 1220 / 5820 / 0.00151
## cells in the final DEF (no fill, tap or decap)
| cell | netlist | routed |
|---|---|---|
| clkinv_2 | 0 | 2 |
| buf_12 | 0 | 2 |
| dfxtp_2 | 0 | 3 |
| dfxtp_1 | 72 | 69 |
| clkdlybuf4s50_1 | 0 | 72 |
| buf_4 | 69 | 1 |
| clkinvlp_4 | 0 | 2 |
| clkbuf_8 | 0 | 9 |
| bufinv_16 | 0 | 1 |
| buf_2 | 0 | 73 |
| nor2b_1 | 72 | 72 |
| clkinv_4 | 0 | 2 |
Power is estimated from default activity; no workload was simulated.
