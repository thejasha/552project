## flow/design.v

```verilog
`default_nettype none
module dff (q, d, clk, rst);
    output wire        q;
    input wire         d;
    input wire         clk;
    input wire         rst;
    reg            state;
    assign #(1) q = state;
    always @(posedge clk) begin
      state = rst? 0 : d;
    end
endmodule
`default_nettype wire
module EX_MEM(
ALU_in, ALU_out, BInput_in, BInput_out, branchtake_in, branchtake_out,
branch_out, branch_in, PC_or_add_in, PC_or_add_out, ALUJmp_in, ALUJmp_out, MemWrt_in, 
MemWrt_out, halt_in, halt_out, SgnExt_in, SgnExt_out, readData2_in, readData2_out, 
pc2_in, pc2_out, sevenext_in, sevenext_out, RegWrt_in, RegWrt_out, RegSrc_in, 
RegSrc_out, write_reg_in, write_reg_out, SendNOP_In, SendNOP_Out, inst_in, inst_out, clk, rst);
input wire clk, rst;
    input wire [15:0] ALU_in;  
    output wire [15:0] ALU_out;
    input wire [15:0] BInput_in;  
    output wire [15:0] BInput_out;
    input wire branchtake_in;  
    output wire branchtake_out;
    input wire [15:0] inst_in;  
    output wire [15:0] inst_out;
    dff instexmem [15:0] (.q(inst_out), .d(inst_in), .clk(clk), .rst(rst));
    output wire branch_out;  
    input wire branch_in;
    input wire PC_or_add_in;  
    output wire PC_or_add_out;  
    input wire ALUJmp_in;
    output wire ALUJmp_out;
    input wire MemWrt_in;
    output wire MemWrt_out;
    input wire halt_in;
    output wire halt_out;
    input wire [15:0] SgnExt_in;  
    output wire [15:0] SgnExt_out; 
    input wire [15:0] readData2_in;  
    output wire [15:0] readData2_out; 
    input wire [15:0] pc2_in;  
    output wire [15:0] pc2_out; 
    input wire [15:0] sevenext_in;  
    output wire [15:0] sevenext_out; 
    input wire RegWrt_in;
    output wire RegWrt_out;
    input wire SendNOP_In;
    output wire SendNOP_Out;
    input wire [1:0] RegSrc_in;
    output wire [1:0] RegSrc_out;
    input wire [2:0] write_reg_in;
    output wire [2:0] write_reg_out;
dff ALU [15:0] (.q(ALU_out), .d(ALU_in), .clk(clk), .rst(rst));
dff BInput [15:0] (.q(BInput_out), .d(BInput_in), .clk(clk), .rst(rst));
dff branchtake(.q(branchtake_out), .d(branchtake_in), .clk(clk), .rst(rst));
dff branch(.q(branch_out), .d(branch_in), .clk(clk), .rst(rst));
dff PC_or_add(.q(PC_or_add_out), .d(PC_or_add_in), .clk(clk), .rst(rst));
dff ALUJmp(.q(ALUJmp_out), .d(ALUJmp_in), .clk(clk), .rst(rst));
dff MemWrt(.q(MemWrt_out), .d(MemWrt_in), .clk(clk), .rst(rst));
dff halt(.q(halt_out), .d(halt_in), .clk(clk), .rst(rst));
dff SgnExt [15:0] (.q(SgnExt_out), .d(SgnExt_in), .clk(clk), .rst(rst));
dff readData2 [15:0] (.q(readData2_out), .d(readData2_in), .clk(clk), .rst(rst));
dff pc2 [15:0] (.q(pc2_out), .d(pc2_in), .clk(clk), .rst(rst));
dff sevenext [15:0] (.q(sevenext_out), .d(sevenext_in), .clk(clk), .rst(rst));
dff RegWrt(.q(RegWrt_out), .d(RegWrt_in), .clk(clk), .rst(rst));
dff SendNOP(.q(SendNOP_Out), .d(SendNOP_In), .clk(clk), .rst(rst));
dff RegSrc [1:0] (.q(RegSrc_out), .d(RegSrc_in), .clk(clk), .rst(rst));
dff write_reg [2:0](.q(write_reg_out), .d(write_reg_in), .clk(clk), .rst(rst));
endmodule
```

## flow/run.sh

```bash
#!/bin/bash
# OpenROAD 26Q1-2900-gdf79404cd8, Yosys 0.63+post, stock flow scripts
make -C /OpenROAD-flow-scripts/flow DESIGN_CONFIG=/design/flow/config.mk WORK_HOME=/design/flow/orfs finish
```

## flow/config.mk

```make
export PLATFORM = sky130hd
export DESIGN_NAME = EX_MEM
export DESIGN_NICKNAME = EX_MEM
export VERILOG_FILES = /design/flow/design.v
export SDC_FILE = /design/flow/constraint.sdc
export NUM_CORES = 4
export LEC_CHECK = 1
export CORE_UTILIZATION = 30
```

## flow/constraint.sdc

```tcl
current_design EX_MEM

set clk_period 1.0
set clk_io_pct 0.2

create_clock -name clk0 -period $clk_period [get_ports {clk}]

set non_clock_inputs [all_inputs -no_clocks]
set_input_delay [expr $clk_period * $clk_io_pct] -clock clk0 $non_clock_inputs
set_output_delay [expr $clk_period * $clk_io_pct] -clock clk0 [all_outputs]
```

==> run summary <==
Run status: finished, violations left
Failing checks: negative setup slack
Layout cells sized above 1: 0.323
Chip area in the Yosys report: 4240 µm²
Mapped Area: 4240 µm²
Final worst slack: -0.0254 ns
Max-slew violation count: 0
Maximum fanout along the worst path: 1
Synth Seq Share: 0.590
Internal power: 9310 µW
Clk slew on worst S/H paths: 0.05 ns
Clk pwr share: 0.459
Drt total wl: 8.71 mm
Net switching power: 2300 µW
CTS sink count: 125
# IOs: 252
GR Util met1: 0.155
Buf/Inv on CP: 1
Chip Footprint: 14600 µm²
Diode count: 0
Synth top area cells: dfxtp_1 59%, buf_4 22%, nor2b_1 18%, buf_2 0.83%
Vias in the first global route: 2569
Sequential group share of total power: 0.458
Combinational Power Share: 0.083
CTS tree: built
Critical Path End Type: output port
Met3 Resource Use GR: 0.0537
Setup crit start kind: flip-flop
Pleak: 0.00270 µW
Final core occ: 0.435
Setup bufs post-CTS: 0
GRT Overall Usage: 0.119
DPL Wire Length: 6.33 mm
RSZ-0062 raised after global routing: true
Tcrit/Tclk final: 1.03
Die height: 121 µm
Cell Rows: 43
Max-cap viol count: 0
CTS Hold Buffers Added: 0
Share of flip-flops with an asynchronous set or reset: 0
Crit-path slowest cell: dfxtp_2
Crit path max-delay family: flip-flops
Top cell area share: 0.590
Total overflow reported by the global router: 0
Final Hold Vio Count: 0
Most frequent cells after synthesis: 125 x dfxtp_1, 125 x nor2b_1, 123 x buf_4
Worst Setup SP: ALU[7].state
Crit path DRT: 0.80 ns
CTS buffer count: 17
Core Area: 13800 µm²
Max_slew headroom: 0.859
Hold WC Path Type: primary input to flip-flop
Most crowded layer after global routing: met2
Arrival @ worst endpoint: 0.83 ns
Registers, synthesis: 125
Peak supply drop: 0.975 mV
H-tree depth: 4
Fmax achieved: 975 MHz
Vias per cell: 3.62
Maximum clock insertion buffer count: 2
Cell chain of the critical path: buf_2
Number of enable flip-flop cells: 0
Die X: 121 µm
Dominant cell type by area after synthesis: dfxtp_1
Warnings from Yosys: 1
Crit path kind: flip-flop to output port
Initial antenna violation count: 0
Post-Syn Instances: 380
Final GP Congestion: 0.754
IO buf count: 251
DRC: 0
Top FF cell, synth: dfxtp_1
First-pass GRT wire length: 13.1 mm
Measured slew at the worst slew-check pin: 0.211 ns
Setup crit end: ALU_out[7]
Tot Pwr: 11600 µW
Hold Slack: 0.124 ns
Met2 usage in global routing: 0.187
Pwr Density: 1930 nW/µm²
Mean post-synth cell area: 11.2 µm²
Period minus WS final: 1.03 ns
Max stage delay on crit path: 0.30 ns
Net switching share of the total power: 0.198
Starting density of the core: 0.307
Setup violations, final: 47
WL per Instance: 12.1 µm
Unique cell type count in the Yosys netlist: 4
Pin count of the biggest net entering global routing: 36
Yosys stat cell total: 380
DR pass1 iterations: 3
CP Depth: 1
Root buf cell: clkbuf_16
Initial DRC Count: 40
ANT nets after route: 0
Dpl ws: -0.00208 ns
Layout area overhead: 41.7%
Count of tool warnings: 27
Via count: 2602
==> routing by layer <==
metal  share of wire  up-vias
met2            0.46      145
met5               0        -
met4           0.018        0
met1            0.41     1128
li1                -     1318
met3            0.12       11
==> cells by family (layout without fill, tap and decap cells) <==
group / Yosys count / count (layout) / synth area share
buffers and inverters: 130 / 288 / 0.226
flip-flops: 125 / 125 / 0.590
AND/OR/NAND/NOR: 125 / 125 / 0.184
==> what timing repair did <==
item / CTS / global route
endpoints found under the setup margin: 125 / 125
endpoints found under the hold margin: 0 / 0
gates resized: 396 / 3
==> power by group through the flow <==
stage | sequential [µW] | combinational, µW | clock (µW)
CTS | 5320 | 988 | 5500
global route | 5340 | 1070 | 5760
finish | 5320 | 965 | 5330
==> flip-flops by register name, indices dropped and copies added, names as in the netlist <==
signal,flops
RegWrt.state,1
SendNOP.state,1
PC_or_add.state,1
readData2.state,16
ALU.state,16
ALUJmp.state,1
RegSrc.state,2
write.state,3
BInput.state,16
pc2.state,16
SgnExt.state,16
halt.state,1
branch.state,1
branchtake.state,1
instexmem.state,16
sevenext.state,16
MemWrt.state,1
==> layout make-up <==
type                            count  area, µm²
Fill cell                        1330       7820
Sequential cell                   125       2520
Timing Repair Buffer              257       1960
Multi-Input combinational cell    125        782
Clock buffer                       24        482
Tap cell                          180        225
Clock inverter                      7       40.0
==> cell usage in the layout, fill, tap and decap left out, drive strengths merged <==
cell,count
clkinvlp,2
nor2b,125
dfxtp,125
buf,132
clkbuf,24
clkinv,5
clkdlybuf4s50,125
==> metrics by stage <==
step                       TNS, ns  instance area [µm²]  instances
final                       -0.280                 6010        718
after global routing         -5.35                 6010        718
after CTS                    -3.59                 6010        718
after detailed placement  -0.00208                 6090        687
after global placement    -0.00190                 6090        687
after floorplan                  0                 4240        380
==> worst min path at each step <==
stage	startpoint	cells past startpoint	endpoint	slack (ns)
after CTS	rst	2	SgnExt[15].state	0.11
after global routing	rst	2	ALU[3].state	0.13
final	rst	2	ALU[3].state	0.12
No activity file was given, so power comes from the tool's default toggle rates.
